### /design/flow/run.sh
#!/bin/bash
# OpenROAD 26Q1-2900-gdf79404cd8, Yosys 0.63+post, stock flow scripts
make -C /OpenROAD-flow-scripts/flow DESIGN_CONFIG=/design/flow/config.mk WORK_HOME=/design/flow/orfs finish
### /design/flow/config.mk
export PLATFORM = sky130hd
export DESIGN_NAME = c_unit_demo
export DESIGN_NICKNAME = c_unit_demo
export VERILOG_FILES = /design/flow/design.v
export SDC_FILE = /design/flow/constraint.sdc
export NUM_CORES = 4
export LEC_CHECK = 1
export CORE_AREA = 10 10 70 70
export DIE_AREA = 0 0 80 80
export SYNTH_HDL_FRONTEND = slang
### /design/flow/constraint.sdc
current_design c_unit_demo

set clk_period 1.4
set clk_io_pct 0.2

create_clock -name clk0 -period $clk_period [get_ports {clk_i}]

set non_clock_inputs [all_inputs -no_clocks]
set_input_delay [expr $clk_period * $clk_io_pct] -clock clk0 $non_clock_inputs
set_output_delay [expr $clk_period * $clk_io_pct] -clock clk0 [all_outputs]
### /design/flow/design.v
module riscV_alu(
    input      [4:0]    operator_i,
    input      [31:0]   operand_a_i,
    input      [31:0]   operand_b_i,
    output reg [31:0]   result_o,
    output reg          flag_o
    );
    always @(*) begin 
            case(operator_i)
                5'b00000  :   begin result_o =         operand_a_i +    operand_b_i             ;  flag_o   = 0         ; end
                5'b01000  :   begin result_o =         operand_a_i -    operand_b_i             ;  flag_o   = 0         ; end
                5'b00100  :   begin result_o =         operand_a_i ^    operand_b_i             ;  flag_o   = 0         ; end
                5'b00110   :   begin result_o =         operand_a_i |    operand_b_i             ;  flag_o   = 0         ; end
                5'b00111  :   begin result_o =         operand_a_i &    operand_b_i             ;  flag_o   = 0         ; end
                5'b01101  :   begin result_o = $signed(operand_a_i)>>>  operand_b_i             ;  flag_o   = 0         ; end
                5'b00101  :   begin result_o =         operand_a_i >>   operand_b_i             ;  flag_o   = 0         ; end
                5'b00001  :   begin result_o =         operand_a_i <<   operand_b_i             ;  flag_o   = 0         ; end
                5'b00010  :   begin result_o =($signed(operand_a_i)<    operand_b_i ) ? 1 :  0  ;  flag_o   = 0         ; end
                5'b00011  :   begin result_o =        (operand_a_i <    operand_b_i ) ? 1 :  0  ;  flag_o   = 0         ; end
                5'b11000   :   begin flag_o   =        (operand_a_i ==   operand_b_i ) ? 1 :  0  ;  result_o = flag_o    ; end
                5'b11001   :   begin flag_o   =        (operand_a_i !=   operand_b_i ) ? 1 :  0  ;  result_o = flag_o    ; end                                    
                5'b11101  :   begin flag_o   =($signed(operand_a_i)>=   operand_b_i ) ? 1 :  0  ;  result_o = flag_o    ; end
                5'b11111  :   begin flag_o   =        (operand_a_i >=   operand_b_i ) ? 1 :  0  ;  result_o = flag_o    ; end
                5'b11100:   begin flag_o   =($signed(operand_a_i)<    operand_b_i ) ? 1 :  0  ;  result_o = flag_o    ; end
                5'b11110:   begin flag_o   =        (operand_a_i <    operand_b_i ) ? 1 :  0  ;  result_o = flag_o    ; end
            endcase
        end
endmodule
module c_unit_demo(
    input         clk_i,
    input         nreset_i,
    input  [15:0] sw_i,
    output [7:0]  hex_o,
    output        dp_o,
    output [7:0]  an_o
    );
    wire [31:0 ] data_unit_o ; 
    wire         reset_press;
    control_unit control_unit_demo
     (
         .clk_i         (   clk_i             ),
        .nreset_i       (   reset_press       ),
        .switches       (   sw_i              ),
        .data_to_hex    (   data_unit_o       )
     );
         assign reset_press = nreset_i;
    wire [6:0] all_hexs [0:7];
    genvar i;
    generate 
        for (i = 1; i <= 8; i = i + 1) begin : generate_block_name
            numb_dec s_segm ( 
                .value_i  (   data_unit_o[(4 * i) -1 : (4 * i) - 4]   ),
                .hex_o    (   all_hexs[i - 1]                         )
            );
        end 
    endgenerate
    reg [6:0] hex_mult;
    reg [7:0] an_shift;
    always @(posedge clk_i) begin
        if (!nreset_i)
            an_shift <= 'b0111_1111;
        else begin 
               an_shift <= {an_shift[6:0], an_shift[7]};
            case(an_shift)
                 8'b1111_1110:       hex_mult <= all_hexs[1];
                 8'b1111_1101:       hex_mult <= all_hexs[2];
                 8'b1111_1011:       hex_mult <= all_hexs[3];
                 8'b1111_0111:       hex_mult <= all_hexs[4];
                 8'b1110_1111:       hex_mult <= all_hexs[5];
                 8'b1101_1111:       hex_mult <= all_hexs[6];
                 8'b1011_1111:       hex_mult <= all_hexs[7];
                 8'b0111_1111:       hex_mult <= all_hexs[0];
                 default:            hex_mult <= 7'b111_1111;
          endcase
      end
    end
    assign an_o = an_shift;
    assign dp_o =  'b1;
    assign hex_o = { dp_o, hex_mult };
endmodule
`timescale 1ns / 1ps
module control_unit(
    input         clk_i,
    input         nreset_i,
    input  [15:0] switches,
    output [31:0] data_to_hex
    );
    wire            reg_file_we_i;
    wire  [31:0]    reg_file_rd1_o;
    wire  [31:0]    reg_file_rd2_o;
    wire  [31:0]    data_sourse;
    RF rf_inst
    (
        .clk_i          (   clk_i           ),
        .nreset_i       (   nreset_i        ),
        .adr1_i         (   instr[22:18]            ),
        .rd1_o          (   reg_file_rd1_o  ),
        .adr2_i         (   instr[17:13]            ),
        .rd2_o          (   reg_file_rd2_o  ),
        .we_i           (   reg_file_we_i   ),
        .adr3_i         (   instr[4:0]             ),
        .wd3_i          (   data_sourse     )
    );
    assign data_to_hex = reg_file_rd1_o;
    wire   [31:0]   alu_res_o;
    riscV_alu alu_inst
    (
        .operator_i     (   instr[27:23]          ),      
        .operand_a_i    (   reg_file_rd1_o  ),
        .operand_b_i    (   reg_file_rd2_o  ),
        .result_o       (   alu_res_o       ),
        .flag_o         (   alu_flag_o      )
    );
    reg   [31:0]    prog_cnt;
    wire  [31:0]    instr;
    instr_mem instr_mem_inst
    (
        .adr_i          (      prog_cnt   ),
        .rd_o           (      instr      )
    );
    assign reg_file_we_i = ( instr[29:28] != 2'b00 ) ; 
    assign data_sourse  = (instr[29:28] == 2'b11 ? alu_res_o : 
                                instr[29:28] == 2'b01 ? { { 24{instr[12]   } }, instr[12:5]   } :
                                                    { { 16{switches[15]} }, switches } );
    always @(posedge clk_i) begin
        if ( !nreset_i )
            prog_cnt <= 'b0;
        else begin
            if (!instr[31] && !instr[30])
                prog_cnt <= prog_cnt +     32'b1;
            else if (instr[31])
                prog_cnt <= prog_cnt + { { 24{instr[12]} }, instr[12:5] };
            else if (instr[30] && !instr[31]) begin
                case ( alu_flag_o )
                    0 : prog_cnt <= prog_cnt +     32'b1;
                    1 : prog_cnt <= prog_cnt + { { 24{instr[12]} }, instr[12:5] };
                endcase
            end 
        end
    end
endmodule
module instr_mem (
        input  [31:0]   adr_i, 
        output [31:0]   rd_o 
    );
    reg [31:0] RAM [0:63];
    initial $readmemb ("file", RAM);
    assign rd_o = RAM[adr_i]; 
endmodule
module numb_dec(
    input     [3:0] value_i,
    output    [6:0] hex_o
    );
reg [6:0] dec;
always @(*) begin
    case(value_i)
        4'h0: dec <= 7'b100_0000;
        4'h1: dec <= 7'b111_1001;
        4'h2: dec <= 7'b010_0100;
        4'h3: dec <= 7'b011_0000;
        4'h4: dec <= 7'b001_1001;
        4'h5: dec <= 7'b001_0010;
        4'h6: dec <= 7'b000_0010;
        4'h7: dec <= 7'b111_1000;
        4'h8: dec <= 7'b000_0000;
        4'h9: dec <= 7'b001_0000;
        4'ha: dec <= 7'b000_1000;
        4'hb: dec <= 7'b000_0011;
        4'hc: dec <= 7'b100_0110;
        4'hd: dec <= 7'b010_0001;
        4'he: dec <= 7'b000_0110;
        4'hf: dec <= 7'b000_1110;
    endcase
end
assign hex_o = dec;
endmodule
`timescale 1ns / 1ps
module RF(
    input           clk_i,
    input           nreset_i,
    input  [4:0]    adr1_i,
    output [31:0]   rd1_o,
    input  [4:0]    adr2_i,
    output [31:0]   rd2_o,
    input           we_i, 
    input  [4:0]    adr3_i,
    input  [31:0]   wd3_i 
    );
    reg [31:0] RAM [0:31];
    assign rd1_o = RAM[adr1_i];
    assign rd2_o = RAM[adr2_i];
    integer i;
    always @(posedge clk_i) begin
        if ( !nreset_i )
            for (i = 0; i < 32; i = i + 1)
                RAM[i] <= 5'b0;
        else begin
             if ( we_i && adr3_i)
                RAM[adr3_i] <= wd3_i;    
        end
    end
endmodule
==> results_dict.tcl <==
# collected from the flow reports
set metrics [dict create \
    chip_area_um2 6400 \
    port-buffer-count 15 \
    crit_type "flop to primary output" \
    combGateArea_um2 163 \
    hold_depth 1 \
    skew_ns 0.000440 \
    cts_tree "built" \
    setup_viol 0 \
    drt_iter0_drc 4 \
    worst-path-max-fanout 4 \
    drive_gt1_share_pct 26.7 \
    outcome "finished clean" \
    rsz0062_at_grt "false" \
    cp.arrival_ns 1.07 \
    cp_num_cells 1 \
    synth_area_per_cell_um2 9.60 \
    drtAntennaViolNets 0 \
    clock.fmax_ghz 0.738 \
    r2r_cells 4 \
    num_io_pins 35 \
    track_usage_pct 3.05 \
    slowest_stage "clkdlybuf4s50_1" \
    top_area_cell "dfxtp_1" \
    grt_pass1_vias 331 \
    drt_wl_total_um 982 \
    drt_pass1_iterations 3 \
    hp-class "flop to flop" \
    maxCapViolations 0 \
    initCoreUtil_pct 12.1 \
    rows 21 \
    dp_hpwl_um 744 \
    cts_root_buf "clkbuf_4" \
    num_antenna_cells 0 \
    yosys.stat.seqShare_pct 46.1 \
    grt_first_pass_wirelength_um 1560 \
    die_h_um 80 \
    seqCellArea_um2 215 \
    ir_drop_mv 0.278 \
    yosysChipArea_um2 413 \
    p_total_uw 524 \
    clock_sinks 9 \
    vias 347 \
    clock_latency_ns 0.25 \
    tool_warnings 41 \
    viasPerCell 3.27 \
    num-fill-cells 393 \
    syn_inst 43 \
    gr-total-overflow 0 \
    cp.required_ns 1.12 \
    timing.setup.tns_ns 0 \
    p_leak_uw 0.000267 \
    wire_per_inst_um 9.26 \
    period_used_pct 96.7 \
    numSynthFlops 9 \
    period_minus_slack_ns 1.35 \
    yosysUniqueCellTypes 18 \
    core_um2 3420 \
    cellPowerDensity_nw_per_um2 801 \
    cp-end-kind "primary output" \
    syn2layout_area_growth_pct 58.5 \
    area_leaders "dfxtp_1 (39%), buf_4 (15%), nand2b_1 (11%)" \
    grt_max_degree 10 \
    top_cell_area_share_pct 38.8 \
    drc 0 \
    syn-cell-area_um2 413 \
    yosys_warnings 0 \
    critPathLaunchType "flop" \
    max_stage_delay_ns 0.46 \
    h-tree-depth 1 \
    crit_chain "clkdlybuf4s50_1" \
    place_congestion 0.755 \
    grt_antenna_before_repair 0 \
    holdWs_ns 0.477 \
    ctsLongestPathBuffers 2 \
    hold_viol 0 \
    cts_hold_buf 0 \
    cts_inserted_buffers 3 \
    crit_family "buffers and inverters" \
    clk_pin_slew_ns 0.05 \
    drv_slew 0 \
    cp.buffers_inverters 1 \
    die_x_um 80 \
    yosysCellCount 43 \
]
==> sequential cells by signal (all words and copies together) (netlist names) <==
register and count:
an_o 8, hex_mult 1
==> kinds of logic (layout without fill, tap and decap cells) <==
group	after synthesis	count (layout)	synth area share, %
AOI/OAI and AO/OA	2	2	3.03
xor gates and xnor gates	1	1	2.12
buffers and inverters	10	25	16.4
DFF	9	9	46.1
other	1	3	0.908
and+or+nand+nor	20	20	31.5
==> final cells by class <==
type                            instances  share of cell area [%]
Sequential cell                         9                    32.9
Clock buffer                            4                    4.02
Multi-Input combinational cell         26                    24.9
Inverter                                2                    1.15
Timing Repair Buffer                   19                    28.3
Tap cell                               46                    8.80
==> timing repair <==
item / 4_1_cts / 5_1_grt
resized: 17 / 8
endpoints found under the setup margin: 14 / 8
buffers inserted: 1 / 3
==> stage by stage <==
stage	setup slack [ns]	util [%]	instances	instance area, µm²
finish	0.0455	19.2	106	654
global route	0.00275	19.2	106	654
CTS	0.00696	18.1	104	619
detailed placement	0.0659	16.8	99	576
global placement	0.0598	16.8	99	576
floorplan	0.149	-	45	420
==> cells in the mapped netlist, drive strengths merged <==
cell    instances
nor4b           2
nand2b          7
buf             8
nand4           1
conb            1
nor2            1
nand4b          1
and2            1
xor2            1
or4             1
nand3           2
nand2           2
dfxtp           8
o211ai          1
nor4            2
edfxtp          1
a21oi           1
inv             2
==> where the power goes <==
group	leakage [µW]	switching, µW	total, µW	internal (µW)
clock network	0.0000150	80.9	190	109
registers	0.0000744	10.7	274	264
logic	0.000178	18.9	59.9	41.0
total	0.000267	111	524	414
==> layer usage <==
layer	global-route usage [%]	share of wire, %	vias to the layer above
li1	-	-	171
met4	0.704	1.0	0
met3	2.61	15	2
met5	0	0	-
met2	4.49	41	16
met1	3.24	43	158
==> layout by cell type, fill, tap and decap left out <==
cell             count
and2_1               1
dlygate4sd2_1        6
nor2_1               1
conb_1               3
clkbuf_1             1
xor2_1               1
or4_1                1
nand2_1              2
nand4_2              1
inv_1                2
nor4_1               2
nor4b_1              2
edfxtp_1             1
a21oi_1              1
clkbuf_4             3
clkdlybuf4s50_1      4
nand3_1              2
dlymetal6s2s_1       5
o211ai_1             1
nand4b_1             1
dfxtp_2              2
dfxtp_4              6
buf_4                4
nand2b_1             7
==> final timing paths <==
kind                start     endpoint  slack, ns
setup / recovery  an_o[0]      an_o[0]       0.05
hold / removal    an_o[2]      an_o[3]       0.48
setup reg to reg  an_o[0]  hex_mult[4]       0.10
hold reg to reg   an_o[2]      an_o[3]       0.48
==> worst reg2reg max path, delay by kind of cell (launching register included) <==
kind               cells  cell delay, ns
and+or+nand+nor        3            0.69
DFF                    1            0.35
AOI/OAI and AO/OA      1            0.12
Power is estimated from default activity; no workload was simulated.
